==> ./design.v <==
module IFetch(
    input halt_in_if,
    input PCSel_in_if,
    input [31:0] pc_br_jmp_target_in_if,
    output halt_out_if,
    output [31:0] pc_out_if,
    output [31:0] pc4_out_if,
    output [31:0] instr_out_if,
    input clk,
    input stall,
    input rst);
wire [31:0] NPC;
wire [31:0] PC;
Reg PC_REG(.Din(NPC), .Qout(PC), .WEN(stall), .CLK(clk), .RST(rst));
assign pc_out_if = PC;
assign pc4_out_if = PC + 4;
InstMem IMEM(.Addr(PC), .Size(2'b10), .DataOut(instr_out_if), .CLK(clk));
wire unalignedPC;
assign unalignedPC = (~(PC[0] == 1'b0)) | (~(PC[1] == 1'b0));
assign halt_out_if = halt_in_if | unalignedPC;
assign NPC = (rst == 1'b0) ? 32'b0 :
             (halt_out_if == 1'b1) ? PC :
             (PCSel_in_if == 1'b1) ? pc_br_jmp_target_in_if :
             pc4_out_if;
endmodule  
module InstMem(Addr, Size, DataOut, CLK);
   input [31:0] Addr;
   input [1:0] 	Size;
   output [31:0] DataOut;
   reg [31:0] DataOut;   
   input 	CLK;
   reg [7:0] 	Mem[0:1024];
   wire [31:0] 	AddrW;
   assign AddrW = Addr & 32'hfffffffc;
   always @ *
     DataOut = {Mem[AddrW+3], Mem[AddrW+2], 
		Mem[AddrW+1], Mem[AddrW]};
endmodule  
module DataMem(Addr, Size, DataIn, DataOut, WEN, CLK);
   input [31:0] Addr;
   input [1:0] 	Size;   
   input [31:0] DataIn;   
   output [31:0] DataOut;
   reg [31:0] DataOut;   
   input      WEN, CLK;
   reg [7:0] 	Mem[0:1024];
   wire [31:0] 	AddrH, AddrW;
   assign AddrH = Addr & 32'hfffffffe;
   assign AddrW = Addr & 32'hfffffffc;
   always @ * 
     DataOut = (Size == 2'b00) ? {4{Mem[Addr]}} :
	       ((Size == 2'b01) ? {2{Mem[AddrH+1],Mem[AddrH]}} :
		{Mem[AddrW+3], Mem[AddrW+2], Mem[AddrW+1], Mem[AddrW]});
   always @ (negedge CLK)
     if (!WEN) begin
	case (Size)
	  2'b00: begin  
	     Mem[Addr] <= DataIn[7:0];
	  end
	  2'b01: begin   
	     Mem[AddrH] <= DataIn[7:0];
	     Mem[AddrH+1] <= DataIn[15:8];
	  end
	  2'b10, 2'b11: begin  
	     Mem[AddrW] <= DataIn[7:0];
	     Mem[AddrW+1] <= DataIn[15:8];
	     Mem[AddrW+2] <= DataIn[23:16];
	     Mem[AddrW+3] <= DataIn[31:24];
	  end
	endcase  
     end  
endmodule  
module RegFile(AddrA, DataOutA,
	       AddrB, DataOutB,
	       AddrW, DataInW, WenW, CLK);
   input [4:0] AddrA, AddrB, AddrW;
   output [31:0] DataOutA, DataOutB;
   reg [31:0] DataOutA, DataOutB;   
   input [31:0]  DataInW;
   input 	 WenW, CLK;
   reg [31:0] 	 Mem[0:31];
   always @ * begin
      DataOutA = (AddrA == 0) ? 32'h00000000 : Mem[AddrA];
      DataOutB = (AddrB == 0) ? 32'h00000000 : Mem[AddrB]; 
   end
   always @ (negedge CLK) begin
     if (!WenW) begin
       Mem[AddrW] <= DataInW;
     end
      Mem[0] <= 0;  
   end
endmodule  
module Reg(Din, Qout, WEN, CLK, RST);
   parameter width = 32;
   input [width-1:0] Din;
   output [width-1:0] Qout;
   input 	      WEN, CLK, RST;
   reg [width-1:0]    Qout;
   always @ (negedge CLK or negedge RST)
     if (!RST)
       Qout <= 0;
     else
       if (!WEN)
	 Qout <= Din;
endmodule  
==> ./run.sh <==
#!/bin/bash
# OpenROAD 26Q1-2900-gdf79404cd8, Yosys 0.63+post, stock flow scripts
make -C /OpenROAD-flow-scripts/flow DESIGN_CONFIG=/design/flow/config.mk WORK_HOME=/design/flow/orfs finish
==> ./config.mk <==
export PLATFORM = sky130hd
export DESIGN_NAME = IFetch
export DESIGN_NICKNAME = IFetch
export VERILOG_FILES = /design/flow/design.v
export SDC_FILE = /design/flow/constraint.sdc
export NUM_CORES = 4
export LEC_CHECK = 1
export CORE_AREA = 10 10 112 112
export DIE_AREA = 0 0 122 122
export SYNTH_MEMORY_MAX_BITS = 65536
==> ./constraint.sdc <==
current_design IFetch

set clk_period 5.2
set clk_io_pct 0.2

create_clock -name clk0 -period $clk_period [get_ports {clk}]

set non_clock_inputs [all_inputs -no_clocks]
set_input_delay [expr $clk_period * $clk_io_pct] -clock clk0 $non_clock_inputs
set_output_delay [expr $clk_period * $clk_io_pct] -clock clk0 [all_outputs]
==> job_summary.md <==
## Synthesis and layout report

| Metric | Value |
|---|---|
| HP Class | `reg2reg` |
| Gp weighted congestion | `about 0.83` |
| Port Buf Inserts | `between 100 and 150` |
| First-pass GRT wire length | `roughly 17000 um` |
| Data required, critical path | `4.16 ns` |
| Number of global-route vias before repair | `about 3200` |
| Gate Count Post-Synth | `just under 300` |
| Yosys stat chip area | `roughly 2600 um2` |
| RSZ-0062 raised after global routing | `yes` |
| CTS buffer count | `5` |
| Most flops, register | `PC_REG.Qout` |
| Register share of total power | `0.341` |
| CTS Hold Bufs | `0` |
| Final Max Slew Viols | `0` |
| Area post-placement | `4180 um2` |
| Total die size | `~15000 um2` |
| CP Capture Type | `primary output` |
| Peak VDD IR | `0.0000927 V` |
| Most instantiated logic cells after routing | `buf_4, clkdlybuf4s50_1, dfrtn_1, conb_1, buf_6` |
| Avg Inst Size Synth | `about 8.6 um2` |
| FP Rows | `37` |
| Worst-path clk slew | `approximately 0.050 ns` |
| Post-synth EDFFs | `0` |
| Core Area | `a little over 10000 um2` |
| # Max-Cap Violations | `0` |
| Clk buf depth | `2` |
| Final instance area | `around 5000 um2` |
| Root Buffer | `clkbuf_8` |
| Outcome | `finished with violations` |
| Final WS setup | `-0.436 ns` |
| Cells in synth_stat.txt | `roughly 300` |
| DRC Markers | `0` |
| Top-level I/O count | `around 130` |
| Largest register FFs | `32` |
| Die height | `122 um` |
| Fill cells | `~860` |
| Ys flops | `32` |
| Gr ovfl total | `0` |
| TritonRoute pass-1 iters | `4` |
| Detailed Route WL | `about 11000 um` |
| Synth Seq Share | `0.313` |
| Fp util | `0.250` |
| DRT iter0 DRCs | `199` |
| Pwr dens | `roughly 180 nW/um2` |
| Via Count | `3116` |
| Critical Path Fanout Max | `4` |
| Ys Warns | `2` |
| Top cells by area | `dfrtn_1, buf_4, xnor2_1` |
| Critical Path AT | `around 4.6 ns` |
| Endpoints failing hold | `0` |
| Clk ins delay skew pair | `0.29 ns` |
| Area grow syn2layout | `95.6%` |
| Internal | `around 0.63 mW` |
| Endpoints failing setup | `28` |
| Initial antenna violation count | `0` |
| Clk sinks | `32` |
| Final hold slack | `0.486 ns` |
| Clock Skews | `~0.0044 ns` |
| DR vias/cell | `around 4.7` |
| Layout cells sized above 1 | `0.435` |
| Netlist Area Pre-Place | `2560 um2` |
| Failing checks | `setup timing` |
| Diode count | `0` |
| GRT Total Usage | `0.139` |
| Chip width | `around 120 um` |
| Cell variety after synth | `roughly 47` |
| Avg WL per Cell | `between 15 and 20 um` |
| Static leakage | `roughly 2.5 nW` |
| Clk pwr share | `0.226` |
| Power share of the combinational group | `0.433` |
| Top cell excl fill/tap | `buf_4` |
| Hpwl dp | `a little under 8000 um` |
| Top FF cell, synth | `dfrtn_1` |
| Ys async rst share | `1.00` |
| H-Tree Depth | `2` |
| Top Registers | `PC_REG.Qout (32)` |
| DRT antenna net count | `0` |
| Critical path startpoint category | `flip-flop` |
| WS Path Type | `reg2out` |
| CTS tree | `done` |
| Largest net degree at the start of global routing | `24` |
| Yosys top cell by area | `dfrtn_1` |
| Top-area cell share | `0.313` |
| OpenROAD warning count | `28` |
| Sw Share | `0.309` |
| P_sw | `about 0.28 mW` |
-- per-layer routing --
layer  global-route usage  share of wire  wire (um)
met5                    0              0          0
met4               0.0201         0.0083         90
met3               0.0455           0.10       1100
met2                0.220           0.47       5050
met1                0.186           0.42       4540
-- power groups by stage --
stage	clock network (mW)	registers (mW)	logic, mW
4_1_cts	0.207	0.308	0.373
5_1_grt	0.220	0.313	0.428
6_report	0.205	0.309	0.392
-- worst paths after layout --
check	startpoint	to	slack [ns]	cells past startpoint
max	PC_REG.Qout[3]	pc4_out_if[30]	-0.44	10
min	PC_REG.Qout[0]	PC_REG.Qout[0]	0.49	2
max reg2reg	PC_REG.Qout[3]	PC_REG.Qout[24]	3.04	11
min reg2reg	PC_REG.Qout[0]	PC_REG.Qout[0]	0.49	2
max in group asynchronous	rst	PC_REG.Qout[20]	1.65	2
min in group asynchronous	rst	PC_REG.Qout[0]	3.28	2
-- cells in the mapped netlist (2+ instances only) --
cell type  instances
xnor2_1           19
nand2_1           29
a31oi_1           11
nand4_4            2
nor4_1             4
a22o_1             5
or3_1              2
a22oi_1            4
buf_4             35
a21o_1             5
dfrtn_1           32
nor2_1            16
a221o_1            6
buf_2              7
nor3b_1            2
nor3_1             5
nand4_1            6
o21ai_0           26
and2_1             2
and4_1             4
clkbuf_1           6
xor2_1             9
a21oi_1            7
mux2i_1            2
nand3_1           13
and3_1             7
o311ai_1           7
inv_1              5
-- critical path, stage by stage (launching register included) --
cell	delay (ns)
dfrtn_1	0.45
ha_4	0.15
nand4_1	0.14
buf_4	0.18
nor3_4	0.11
buf_6	0.14
and2_4	0.16
buf_6	0.10
nand2_4	0.05
xnor2_2	0.12
buf_2	0.11
-- per-stage QoR --
stage	std cells	total power [mW]	worst slack [ns]	utilization	setup TNS [ns]
floorplan	328	0.429	-0.0509	-	-0.125
global placement	596	0.676	-0.489	0.408	-14.97
detailed placement	596	0.679	-0.492	0.408	-15.17
CTS	642	0.888	-0.462	0.469	-8.83
global route	658	0.961	-0.591	0.489	-11.56
finish	658	0.906	-0.436	0.489	-8.63
-- logic make-up (layout without fill, tap and decap cells) --
group / count (synthesis) / in the layout / synth area share
muxes: 3 / 3 / 0.0122
buffers and inverters: 55 / 249 / 0.139
DFF: 32 / 32 / 0.313
xor gates and xnor gates: 28 / 28 / 0.0959
other: 1 / 32 / 0.00147
AOI/OAI and AO/OA: 74 / 74 / 0.193
adders and majority gates: 1 / 1 / 0.00489
and+or+nand+nor: 103 / 103 / 0.240
-- area by class of cell --
| class | count | area [um2] | share of cell area |
|---|---|---|---|
| Inverter | 5 | 18.8 | 0.00375 |
| Multi-Input combinational cell | 241 | 1880 | 0.375 |
| Clock buffer | 6 | 82.6 | 0.0165 |
| Tap cell | 136 | 170 | 0.0340 |
| Timing Repair Buffer | 236 | 2040 | 0.408 |
| Clock inverter | 2 | 10.0 | 0.00200 |
| Sequential cell | 32 | 801 | 0.160 |
-- repair_timing --
action | CTS | global route
buffers inserted | 41 | 18
pin swaps | 43 | 24
endpoints found under the setup margin | 30 | 28
gates resized | 158 | 21
No activity file was given, so power comes from the tool's default toggle rates.
