===== design/flow/run.sh =====
#!/bin/bash
# OpenROAD 26Q1-2900-gdf79404cd8, Yosys 0.63+post, stock flow scripts
make -C /OpenROAD-flow-scripts/flow DESIGN_CONFIG=/design/flow/config.mk WORK_HOME=/design/flow/orfs finish

===== design/flow/config.mk =====
export PLATFORM = sky130hd
export DESIGN_NAME = IMem
export DESIGN_NICKNAME = IMem
export VERILOG_FILES = /design/flow/design.v
export SDC_FILE = /design/flow/constraint.sdc
export NUM_CORES = 4
export LEC_CHECK = 1
export CORE_UTILIZATION = 50
export SYNTH_MEMORY_MAX_BITS = 65536

===== design/flow/constraint.sdc =====
current_design IMem

set clk_period 631.1
set clk_io_pct 0.2

create_clock -name clk0 -period $clk_period [get_ports {clk}]

set non_clock_inputs [all_inputs -no_clocks]
set_input_delay [expr $clk_period * $clk_io_pct] -clock clk0 $non_clock_inputs
set_output_delay [expr $clk_period * $clk_io_pct] -clock clk0 [all_outputs]

===== design/flow/design.v =====
module IMem(
    input halt_in_mem,
    input [31:0] PC_in_mem,
    input [31:0] Instr_in_mem,
    input [31:0] ALUOutput_in_mem,
    input [1:0] MemSize_in_mem,
    input MemWrEn_in_mem,
    input [31:0] Rdata2_in_mem,
    input clk,
    input rst,
    output [31:0] LoadExtended_out_mem,
    output halt_out_mem);
    wire [6:0] opcode;
    wire unalignedAccess;
    assign opcode = Instr_in_mem[6:0];
    assign unalignedAccess = (opcode == 7'b0000011 || opcode == 7'b0100011)? 
                    (((MemSize_in_mem == 2'b01 && ALUOutput_in_mem[0] != 1'b0) || (MemSize_in_mem == 2'b10 && (ALUOutput_in_mem[0] != 1'b0 || ALUOutput_in_mem[0] != 1'b0)))?
                        1: 0) :0;
    wire MemRW_Halt_Gated;
    wire [31:0] DataWord;
    wire [2:0] funct3;
    assign funct3 = Instr_in_mem[14:12];
    assign halt_out_mem = halt_in_mem | unalignedAccess | (opcode == 7'b0000011 && invalidLoadExtend);
    assign MemRW_Halt_Gated = (halt_out_mem | MemWrEn_in_mem);
    DataMem DMEM(.Addr(ALUOutput_in_mem), .Size(MemSize_in_mem), .DataIn(Rdata2_in_mem), .DataOut(DataWord), .WEN(MemRW_Halt_Gated), .CLK(clk));
    wire invalidLoadExtend;
    LoadExtend LoadExtender(.DataWord(DataWord), .funct3(funct3), .LoadExtended(LoadExtended_out_mem), .halt(invalidLoadExtend));
endmodule
module LoadExtend(
    input [31:0] DataWord,
    input [2:0] funct3,
    output reg [31:0] LoadExtended,
    output reg halt
);
always @(*) begin
    halt <= 1'b0;
    case (funct3)
        3'b000: LoadExtended = {{24{DataWord[7]}}, DataWord[7:0]};
        3'b001: LoadExtended = {{16{DataWord[15]}}, {DataWord[15:0]} };
        3'b010: LoadExtended = DataWord;
        3'b100: LoadExtended = {{24{1'b0}}, {DataWord[7:0]} };
        3'b101: LoadExtended = {{16{1'b0}}, {DataWord[15:0]} };
        default: begin
            halt <= 1'b1;
            LoadExtended = {32{1'b0}};
        end
    endcase
   end
endmodule
module InstMem(Addr, Size, DataOut, CLK);
   input [31:0] Addr;
   input [1:0] 	Size;
   output [31:0] DataOut;
   reg [31:0] DataOut;   
   input 	CLK;
   reg [7:0] 	Mem[0:1024];
   wire [31:0] 	AddrW;
   assign AddrW = Addr & 32'hfffffffc;
   always @ *
     DataOut = {Mem[AddrW+3], Mem[AddrW+2], 
		Mem[AddrW+1], Mem[AddrW]};
endmodule  
module DataMem(Addr, Size, DataIn, DataOut, WEN, CLK);
   input [31:0] Addr;
   input [1:0] 	Size;   
   input [31:0] DataIn;   
   output [31:0] DataOut;
   reg [31:0] DataOut;   
   input      WEN, CLK;
   reg [7:0] 	Mem[0:1024];
   wire [31:0] 	AddrH, AddrW;
   assign AddrH = Addr & 32'hfffffffe;
   assign AddrW = Addr & 32'hfffffffc;
   always @ * 
     DataOut = (Size == 2'b00) ? {4{Mem[Addr]}} :
	       ((Size == 2'b01) ? {2{Mem[AddrH+1],Mem[AddrH]}} :
		{Mem[AddrW+3], Mem[AddrW+2], Mem[AddrW+1], Mem[AddrW]});
   always @ (negedge CLK)
     if (!WEN) begin
	case (Size)
	  2'b00: begin  
	     Mem[Addr] <= DataIn[7:0];
	  end
	  2'b01: begin   
	     Mem[AddrH] <= DataIn[7:0];
	     Mem[AddrH+1] <= DataIn[15:8];
	  end
	  2'b10, 2'b11: begin  
	     Mem[AddrW] <= DataIn[7:0];
	     Mem[AddrW+1] <= DataIn[15:8];
	     Mem[AddrW+2] <= DataIn[23:16];
	     Mem[AddrW+3] <= DataIn[31:24];
	  end
	endcase  
     end  
endmodule  
module RegFile(AddrA, DataOutA,
	       AddrB, DataOutB,
	       AddrW, DataInW, WenW, CLK);
   input [4:0] AddrA, AddrB, AddrW;
   output [31:0] DataOutA, DataOutB;
   reg [31:0] DataOutA, DataOutB;   
   input [31:0]  DataInW;
   input 	 WenW, CLK;
   reg [31:0] 	 Mem[0:31];
   always @ * begin
      DataOutA = (AddrA == 0) ? 32'h00000000 : Mem[AddrA];
      DataOutB = (AddrB == 0) ? 32'h00000000 : Mem[AddrB]; 
   end
   always @ (negedge CLK) begin
     if (!WenW) begin
       Mem[AddrW] <= DataInW;
     end
      Mem[0] <= 0;  
   end
endmodule  
module Reg(Din, Qout, WEN, CLK, RST);
   parameter width = 32;
   input [width-1:0] Din;
   output [width-1:0] Qout;
   input 	      WEN, CLK, RST;
   reg [width-1:0]    Qout;
   always @ (negedge CLK or negedge RST)
     if (!RST)
       Qout <= 0;
     else
       if (!WEN)
	 Qout <= Din;
endmodule  

==> results.py <==
# Auto-generated metrics
metrics = {
    "clock_network": {
        "post_cts_buffers": 0,
        "htree_levels": 6,
        "ctsResizeCount": 0,
        "cts_sinks": 8200,
        "root_buffer": "clkbuf_16",
        "hold_buffers": 0,
        "cts_buffer_depth": 5,
        "numCtsBuffers": 968,
    },
    "floorplan": {
        "dieWidth_um": 988.5,
        "fp_util_pct": 50.13,
        "ios": 167,
        "die_h_um": 988.5,
        "std_cell_rows": 362,
    },
    "placed_design": {
        "hpwl_mm": 2255,
        "gp_congestion": 1.195,
        "place_area_mm2": 0.5158,
        "portBuffers": 90,
        "dp_cells": 56090,
    },
    "logic_synthesis": {
        "postSynthAreaPerCell_um2": 11.06,
        "yosys_area_mm2": 0.4866,
        "synth-edff-count": 8200,
        "top_cells_by_count": "edfxtp_1, nand2_1, mux2_2",
        "synth_cells": 43980,
        "ys_cells": 43980,
        "synth_cell_types": 100,
        "synth-main-ff-cell": "edfxtp_1",
        "top_area_share_pct": 50.61,
        "synthMostInstantiatedCell": "edfxtp_1",
        "yosysWarnings": 2,
        "area_leaders": "edfxtp_1, mux2_2, mux2i_1, a21oi_1, nand2_1",
        "ys_ff": 8200,
        "synthesis.area_mm2": 0.4866,
        "async_flop_share_pct": 0,
        "yosys.stat.seqShare_pct": 50.61,
        "yosysTopAreaCell": "edfxtp_1",
    },
    "grt": {
        "grt_max_degree": 117,
    },
    "status": {
        "firstError": "[ERROR GRT-0116] Global routing finished with congestion. Check the congestion regions in the DRC Viewer.",
        "lastStage": "global routing (5_1_grt)",
        "status": "did not finish",
    },
}
==> cell families after synthesis <==
group / Yosys count / share of synthesized area [%]
compound gates: 9364 / 12.39
buf+inv: 5075 / 4.735
flops: 8200 / 50.61
xor+xnor: 1 / 0.001800
simple gates: 12730 / 11.44
mux: 8614 / 20.83
==> per-stage QoR <==
step / utilization, % / worst slack (ns)
floorplan: - / 185.85
global placement: 53.14 / 182.70
detailed placement: 53.14 / 182.77
CTS: 59.81 / 182.73
